`./constraint.sdc`:
```
current_design top

set clk_period 2.9
set clk_io_pct 0.2

create_clock -name clk0 -period $clk_period [get_ports {clk_12mhz_i}]

set non_clock_inputs [all_inputs -no_clocks]
set_input_delay [expr $clk_period * $clk_io_pct] -clock clk0 $non_clock_inputs
set_output_delay [expr $clk_period * $clk_io_pct] -clock clk0 [all_outputs]
```
`./config.mk`:
```
export PLATFORM = sky130hd
export DESIGN_NAME = top
export DESIGN_NICKNAME = top
export VERILOG_FILES = /design/flow/design.v
export SDC_FILE = /design/flow/constraint.sdc
export NUM_CORES = 4
export LEC_CHECK = 1
export CORE_UTILIZATION = 30
```
`./run.sh`:
```
#!/bin/bash
# OpenROAD 26Q1-2900-gdf79404cd8, Yosys 0.63+post, stock flow scripts
make -C /OpenROAD-flow-scripts/flow DESIGN_CONFIG=/design/flow/config.mk WORK_HOME=/design/flow/orfs finish
```
`./design.v`:
```
module mux2
  (input [0:0] a_i
  ,input [0:0] b_i
  ,input [0:0] select_i
  ,output [0:0] c_o);
  logic [0:0] c_l;
  always_comb begin
    c_l = a_i;
    if (select_i) begin
    c_l = b_i;
    end
  end
  assign c_o = c_l;
endmodule
module counter
  #(parameter width_p = 4,
    parameter [width_p-1:0] reset_val_p = '0)
   (input [0:0] clk_i
   ,input [0:0] reset_i
   ,input [0:0] up_i
   ,input [0:0] down_i
   ,output [width_p-1:0] count_o);
   logic [width_p-1:0] count_l;
  always_ff @(posedge clk_i) begin
    if (reset_i)
      count_l <= reset_val_p;
    else if (up_i && !down_i)
      count_l <= count_l + 1'b1;
    else if (!up_i && down_i)
      count_l <= count_l - 1'b1;
    else
      count_l <= count_l;
  end
  assign count_o = count_l;
endmodule
module top
  (input [0:0] clk_12mhz_i
  ,input [0:0] reset_n_async_unsafe_i
  ,input [3:1] button_async_unsafe_i
  ,output [7:0] ssd_o
  ,output [5:1] led_o);
   wire [0:0] reset_n_sync_r;
   wire [0:0] reset_sync_r;
   wire [0:0] reset_r;  
   dff
     #()
   sync_a
     (.clk_i(clk_12mhz_i)
     ,.reset_i(1'b0)
     ,.en_i(1'b1)
     ,.d_i(reset_n_async_unsafe_i)
     ,.q_o(reset_n_sync_r));
   inv
     #()
   inv
     (.a_i(reset_n_sync_r)
     ,.b_o(reset_sync_r));
   dff
     #()
   sync_b
     (.clk_i(clk_12mhz_i)
     ,.reset_i(1'b0)
     ,.en_i(1'b1)
     ,.d_i(reset_sync_r)
     ,.q_o(reset_r));
  wire [21:0] time_count_w;
  counter
    #(.width_p(22))
  counter_time_inst (
    .clk_i(clk_12mhz_i),
    .reset_i(reset_r),
    .up_i(1'b1),
    .down_i(1'b0),
    .count_o(time_count_w)
  );
  wire [0:0] button1_w;
  assign button1_w = button_async_unsafe_i[1];
  wire [0:0] button2_w;
  assign button2_w = button_async_unsafe_i[2];
  wire [0:0] button1_db;
  debounce
    #(.min_delay_p(4))
  debounce_button1_inst (
    .clk_i(clk_12mhz_i),
    .reset_i(reset_r),
    .button_i(button1_w),
    .button_o(button1_db)
  );
  wire [0:0] button2_db;
  debounce
    #(.min_delay_p(4))
  debounce_button2_inst (
    .clk_i(clk_12mhz_i),
    .reset_i(reset_r),
    .button_i(button2_w),
    .button_o(button2_db)
  );
  wire [0:0] button1_edge;
  wire [0:0] button1_unedge;
  detect_edge
    #()
  detect_button1edge_inst (
    .clk_i(clk_12mhz_i),
    .reset_i(reset_r),
    .button_i(button1_db),
    .button_o(button1_edge),
    .unbutton_o(button1_unedge)
  );
  wire [0:0] button2_edge;
  wire [0:0] button2_unedge;
  detect_edge
    #()
  detect_button2edge_inst (
    .clk_i(clk_12mhz_i),
    .reset_i(reset_r),
    .button_i(button2_db),
    .button_o(button2_edge),
    .unbutton_o(button2_unedge)
  );
  wire [7:0] count_w;
  counter
    #(.width_p(8))
  counter_count_inst (
    .clk_i(clk_12mhz_i),
    .reset_i(reset_r),
    .up_i(button1_edge),
    .down_i(button2_edge),
    .count_o(count_w)
  );
  wire [7:0] top8_w;
  assign top8_w = count_w[7:0];
  wire [3:0] tophex_w;
  assign tophex_w = top8_w[7:4];
  wire [3:0] bottomhex_w;
  assign bottomhex_w = top8_w[3:0];
  wire [6:0] topssd_w;
  wire [6:0] bottomssd_w;
  hex2ssd
    #()
  hex2ssd_top_inst (
    .hex_i(tophex_w),
    .ssd_o(topssd_w)
  );
  hex2ssd
    #()
  hex2ssd_bottom_inst (
    .hex_i(bottomhex_w),
    .ssd_o(bottomssd_w)
  );
  wire [13:0] digit_count_w;
  counter
    #(.width_p(14))
  counter_digit_inst (
    .clk_i(clk_12mhz_i),
    .reset_i(reset_r),
    .up_i(1'b1),
    .down_i(1'b0),
    .count_o(digit_count_w)
  );
  wire [0:0] digit_w;
  assign digit_w = digit_count_w[13];
  wire [6:0] ssd_w;
  genvar i;
  generate
    for (i = 0; i < 7; i++) begin : mux
      mux2 
        #()
      mux2_inst (
        .a_i(bottomssd_w[i]),   
        .b_i(topssd_w[i]),      
        .select_i(~digit_w),         
        .c_o(ssd_w[i])         
      );
    end
  endgenerate
  assign ssd_o = {digit_w, ssd_w}; 
  assign led_o = {time_count_w[21], button1_db, digit_count_w[13], button1_unedge, reset_r};
endmodule
module counter_sat
  #(parameter width_p = 4,
    parameter [width_p-1:0] reset_val_p = '0,
    parameter [width_p-1:0] sat_val_p = '0
    )
   (input [0:0] clk_i
   ,input [0:0] reset_i
   ,input [0:0] up_i
   ,input [0:0] down_i
   ,output [width_p-1:0] count_o);
  logic [width_p-1:0] count_l;
  always_ff @(posedge clk_i) begin
    if (reset_i)
      count_l <= reset_val_p;
    else if ((up_i && !down_i) && (count_l != sat_val_p))
      count_l <= count_l + 1'b1;
    else if ((!up_i && down_i) && (count_l != {width_p{1'b0}}))
      count_l <= count_l - 1'b1;
    else
      count_l <= count_l;
  end
  assign count_o = count_l;
endmodule
module debounce
  #(parameter min_delay_p = 4
    )
   (input [0:0] clk_i
   ,input [0:0] reset_i
   ,input [0:0] button_i
   ,output [0:0] button_o);
  wire [$clog2(min_delay_p):0] count_l;
  counter_sat
    #(.width_p($clog2(min_delay_p)+1),
      .reset_val_p(0),
      .sat_val_p(min_delay_p)
    )
  counter_sat_inst (
    .clk_i(clk_i),
    .reset_i(reset_i),
    .up_i(button_i),
    .down_i(~button_i),
    .count_o(count_l)
  );
  assign button_o = (count_l == (($clog2(min_delay_p)+1)'(min_delay_p)));
endmodule
module detect_edge
   (input [0:0] clk_i
   ,input [0:0] reset_i
   ,input [0:0] button_i
   ,output [0:0] button_o
   ,output [0:0] unbutton_o
   );
   logic [0:0] button_l;
   logic [0:0] unbutton_l;
   logic [0:0] prevbutton_l;
   always_ff @(posedge clk_i) begin
      if (reset_i) begin
         prevbutton_l <= 1'b0;
         button_l <= 1'b0;
         unbutton_l <= 1'b0;
      end
      else begin
         button_l <= (button_i && !prevbutton_l);
         unbutton_l <= (!button_i && prevbutton_l);
         prevbutton_l <= button_i;
      end
   end
   assign button_o = button_l;
   assign unbutton_o = unbutton_l;
endmodule
module dff
  #(parameter [0:0] reset_val_p = 1'b0)
  (input [0:0] clk_i
  ,input [0:0] reset_i  
  ,input [0:0] d_i
  ,input [0:0] en_i
  ,output [0:0] q_o);
   logic [0:0] q_r;
   always_ff @(posedge clk_i) begin
      if(reset_i) begin  
	q_r <= reset_val_p;
      end else if (en_i) begin
	q_r <= d_i;
      end
   end
   assign q_o = q_r;
endmodule
(* hdlname = "\\hex2ssd" *)
(* top =  1  *)
(* src = "hex2ssd.sv:1.1-31.10" *)
module hex2ssd(hex_i, ssd_o);
  wire _00_;
  wire _01_;
  wire _02_;
  wire _03_;
  wire _04_;
  wire _05_;
  wire _06_;
  wire _07_;
  wire _08_;
  wire _09_;
  wire _10_;
  wire _11_;
  wire _12_;
  wire _13_;
  wire _14_;
  wire _15_;
  wire _16_;
  wire _17_;
  wire _18_;
  wire _19_;
  wire _20_;
  wire _21_;
  wire _22_;
  (* src = "hex2ssd.sv:6.16-6.22" *)
  wire [6:0] case_l;
  (* src = "hex2ssd.sv:2.16-2.21" *)
  input [3:0] hex_i;
  wire [3:0] hex_i;
  (* src = "hex2ssd.sv:3.17-3.22" *)
  output [6:0] ssd_o;
  wire [6:0] ssd_o;
  assign _00_ = ~hex_i[2];
  assign _01_ = hex_i[0] & ~(hex_i[1]);
  assign _02_ = ~(hex_i[1] | hex_i[0]);
  assign _03_ = hex_i[2] ? _02_ : _01_;
  assign _04_ = hex_i[1] & hex_i[0];
  assign _05_ = hex_i[2] ? _01_ : _04_;
  assign ssd_o[0] = hex_i[3] ? _05_ : _03_;
  assign _06_ = hex_i[1] ^ hex_i[0];
  assign _07_ = _06_ & ~(_00_);
  assign _08_ = hex_i[0] ? hex_i[1] : hex_i[2];
  assign ssd_o[1] = hex_i[3] ? _08_ : _07_;
  assign _09_ = hex_i[2] & ~(_01_);
  assign _10_ = hex_i[0] | ~(hex_i[1]);
  assign _11_ = _00_ & ~(_10_);
  assign ssd_o[2] = hex_i[3] ? _09_ : _11_;
  assign _12_ = ~(hex_i[1] ^ hex_i[0]);
  assign _13_ = hex_i[2] ? _12_ : _01_;
  assign _14_ = hex_i[2] ? _04_ : _06_;
  assign ssd_o[3] = hex_i[3] ? _14_ : _13_;
  assign _15_ = hex_i[1] | ~(hex_i[0]);
  assign _16_ = _00_ & ~(_15_);
  assign _17_ = hex_i[2] ? _10_ : hex_i[0];
  assign ssd_o[4] = hex_i[3] ? _16_ : _17_;
  assign _18_ = hex_i[2] & ~(_15_);
  assign _19_ = hex_i[1] | hex_i[0];
  assign _20_ = hex_i[2] ? _04_ : _19_;
  assign ssd_o[5] = hex_i[3] ? _18_ : _20_;
  assign _21_ = _02_ & ~(_00_);
  assign _22_ = ~(hex_i[1] | hex_i[2]);
  assign ssd_o[6] = hex_i[3] ? _21_ : _22_;
  assign case_l = ssd_o;
endmodule
module inv
  (input [0:0] a_i
  ,output [0:0] b_o);
   assign b_o = ~a_i;
endmodule
```
==> reports/qor.csv <==
metric;value;unit
core_area;9910;um^2
fp-utilization;0.313;
finalHoldViolations;0;
xor_share;0.0989;
grt_start_max_net_pins;56;
crit_arrival;2.09;ns
ys_area;3100;um^2
drive_above_1_share;0.0887;
holdBufCountCts;0;
die-area;10700;um^2
synth-edff-count;0;
insertion_delay;0.27;ns
die_height;104;um
synth_flop_count;57;
fmax;0.374;GHz
ys_cells;364;
adder_share;0.0880;
clock-sinks;57;
crit_type;reg -> out;
cts_tree;yes;
placed_area;3290;um^2
netlist_area;3100;um^2
routabilityCongestion;0.782;
p_comb_frac;0.399;
period_used_share;0.921;
clock_skew;0.00114;ns
hold_path.class;reg -> reg;
maxSlewViolCount;0;
clockBufferDepth;2;
ir_drop;0.354;mV
path_buffers;2;
ys_sh_simple;0.232;
drt-wirelength-per-cell;10.0;um
cts_setup_buffers;0;
design_area;3520;um^2
yosys_warnings;7;
p_switching;0.921;mW
syn_inst;364;
dp_cells;489;
p_int;1.97;mW
status;completed;
power_frac_seq;0.375;
grt_pass1_wl;8.78;mm
drc;0;
antenna_cells;0;
crit_chain;inv_1 -> ha_1 -> mux2_2 -> a211oi_1 -> a21oi_1 -> clkdlybuf4s50_1;
ant_nets;0;
die_width;104;um
synthDistinctLibCells;48;
crit_slowest_cell;clkdlybuf4s50_1;
fin_crit;2.67;ns
portBuffers;16;
cp.required;2.32;ns
via_per_inst;4.66;
cp-start-kind;flop;
grt_pass1_vias;2056;
p_leak;1.35;nW
worst_pin_slew;0.564;ns
powerDensity;821;nW/um^2
ys_seq_frac;0.368;
cts_resized;0;
synth-async-reset-ratio;0;
instances_no_fill;505;
syn2layout_area_growth;13.6;%
clockRootBuffer;clkbuf_8;
grtUsageTotal;0.0965;
std_cell_rows;36;
aoi_share;0.127;
slowest_delay;0.43;ns
clk_pin_slew;0.05;ns
drtPass1Iterations;4;
swShare;0.319;
log.warning_count;99;
finalSetupViolCount;0;
drt_iter0_drc;59;
flop_cell;dfxtp_1;
setup-tns-final;0;ns
wl;5.07;mm
antenna_found_initial;0;
via_count;2353;
mux_area_frac;0.0202;
maxCapViolCount;0;
worstPathMaxFanout;8;
pwr-share-clk;0.226;
h-tree-depth;3;
numCtsBuffers;9;
io_pins;18;
final_core_util;0.355;
slew_headroom;0.624;
critPathTopFamily;buffers and inverters;
worst_setup_path_end_kind;output port;
dp_hpwl;3.42;mm
postSynthAreaPerCell;8.51;um^2
ys_top_logic_family;simple AND/OR/NAND/NOR gates;
grt_overflow;0;
cells in the final DEF (no fill, tap or decap), drive strengths merged, types with 5 or more instances in the layout:
cell           count
clkbuf            14
nor2              57
clkdlybuf4s50     16
nand3             12
ha                17
o21ai             15
inv               16
dfxtp             57
nand2             25
nand4              8
and3               9
nor3              12
or3                5
a211oi             6
a21oi             17
xnor2             14
xor2              21
synthesized netlist by cell type, drive strengths merged (4+ instances only):
library cell / number / area (um^2)
a211oi: 6 / 45.0
a21oi: 17 / 85.1
a31oi: 4 / 25.0
and3: 9 / 57.6
buf: 16 / 110
clkbuf: 9 / 33.8
dfxtp: 57 / 1140
ha: 17 / 213
inv: 16 / 60.1
mux2i: 4 / 40.0
nand2: 25 / 93.8
nand3: 12 / 65.1
nand4: 8 / 80.1
nor2: 57 / 214
nor3: 12 / 60.1
o211ai: 4 / 30.0
o21ai: 15 / 75.1
or3: 5 / 31.3
xnor2: 14 / 123
xor2: 21 / 184
worst paths after layout:
check	from	end	slack [ns]	depth (start not counted)
worst min register to register	sync_a.q_r$_DFF_P_	sync_b.q_r$_DFF_P_	0.36	1
worst max register to register	detect_button2edge_inst.button_l$_SDFF_PP0_	counter_count_inst.count_l[7]$_SDFFE_PP0P_	0.63	9
worst max-delay path	counter_count_inst.count_l[4]$_SDFFE_PP0P_	ssd_o[3]	0.23	6
worst min-delay path	sync_a.q_r$_DFF_P_	sync_b.q_r$_DFF_P_	0.36	1
state kept, by name, summed over array words and instances, names as in the netlist:
name,flops
counter_time_inst.count_l,22
counter_digit_inst.count_l,14
counter_count_inst.count_l,8
debounce_button1_inst.counter_sat_inst.count_l,3
debounce_button2_inst.counter_sat_inst.count_l,3
detect_button1edge_inst.button_l,1
detect_button1edge_inst.prevbutton_l,1
detect_button1edge_inst.unbutton_l,1
detect_button2edge_inst.button_l,1
detect_button2edge_inst.prevbutton_l,1
sync_a.q_r,1
sync_b.q_r,1
power by group through the flow:
stage	registers [mW]	logic, mW	clock network (mW)
after global routing	1.11	1.33	0.811
final	1.08	1.15	0.653
after CTS	1.07	1.16	0.782
cell families after synthesis:
family                   Yosys count
AND-OR/OR-AND                     62
XOR/XNOR                          35
adder cells (fa/ha/maj)           20
buffers and inverters             41
flip-flops                        57
multiplexers                       6
AND/OR/NAND/NOR                  143
through the flow:
step | hold slack [ns] | setup slack [ns] | power, mW
after floorplan | 0.338 | 0.746 | 2.01
after global placement | 0.350 | 0.398 | 2.22
after detailed placement | 0.351 | 0.370 | 2.24
after CTS | 0.366 | 0.00440 | 3.01
after global routing | 0.389 | -0.00000688 | 3.25
final | 0.359 | 0.229 | 2.89
cell type report:
class	instances	area, um^2
Clock inverter	2	35.0
Fill cell	1007	6390
Tap cell	133	166
Inverter	16	60.1
Clock buffer	14	173
Timing Repair Buffer	17	168
Sequential cell	57	1150
Multi-Input combinational cell	266	1770
layer usage:
layer  global-route usage  routed length (um)  up-vias
met5                    0                   0        -
met4               0.0217                  63        0
met3               0.0167                 147        6
met2                0.149                2250       32
met1                0.143                2620     1059
li1                     -                   -     1256
worst register-to-register path: stages, from the launching register on:
cell	delay, ns
dfxtp_1	0.30
inv_1	0.04
ha_1	0.19
inv_1	0.21
ha_1	0.33
a21o_1	0.21
a31o_2	0.25
o21a_1	0.16
o21bai_1	0.14
mux2_2	0.34
Power is estimated from default activity; no workload was simulated.
