File: flow/design.v
module adder
  #(parameter width_p = 5)
  (input [width_p-1:0] a_i
  ,input [width_p-1:0] b_i
  ,output [width_p:0] sum_o);
  logic [width_p:0] sum_l;
  always_comb begin
    sum_l = a_i + b_i;
  end
  assign sum_o = sum_l;
endmodule
File: flow/run.sh
#!/bin/bash
# OpenROAD 26Q1-2900-gdf79404cd8, Yosys 0.63+post, stock flow scripts
make -C /OpenROAD-flow-scripts/flow DESIGN_CONFIG=/design/flow/config.mk WORK_HOME=/design/flow/orfs finish
File: flow/config.mk
export PLATFORM = sky130hd
export DESIGN_NAME = adder
export DESIGN_NICKNAME = adder
export VERILOG_FILES = /design/flow/design.v
export SDC_FILE = /design/flow/constraint.sdc
export NUM_CORES = 4
export LEC_CHECK = 1
export CORE_AREA = 10 10 70 70
export DIE_AREA = 0 0 80 80
File: flow/constraint.sdc
current_design adder

set clk_period 4.5
set clk_io_pct 0.2

create_clock -name clk0 -period $clk_period

set non_clock_inputs [all_inputs -no_clocks]
set_input_delay [expr $clk_period * $clk_io_pct] -clock clk0 $non_clock_inputs
set_output_delay [expr $clk_period * $clk_io_pct] -clock clk0 [all_outputs]
==> flow_summary.ini <==
; yosys + openroad results
[drt]
antennaDiodeCount = 0
dr.pass1.iters = 2
drc = 0
wl_per_cell_microns = 7.39
vias_per_cell = 2.34
num_vias = 185
ant_nets = 0
drtIter0Drc = 5
wl_microns = 584

[die]
fp-utilization_pct = 4.65
io_pins = 16
dieArea_sq_um = 6400
die_y_microns = 80
die_w_microns = 80
row_count = 21
core-area_sq_um = 3420

[timing]
max_slew_margin_pct = 85.7
final-max-slew-violation-count = 0
min_period_over_period_pct = 85.1
fin_crit_ps = 3830
rsz0062_at_grt = no
tightest_slew_ps = 213
tns_ps = 0
hold_viol = 0
hold_slack_ps = 2840
clock.fmax_mhz = 261
setup_viol = 0

[cells_and_area]
n_fill_cell = 405
drive_above_1_share_pct = 3.03
register_area_sq_um = 0
nFlopsAndLatches = 0
nClkBuffers = 0
instances_no_fill = 79
areaGrowthSynthToFinish_pct = 137
final_util_pct = 11.0

[logic_synthesis]
yosys_cells = 17
yosys_warnings = 1
top_cells_by_count = ha_1 (5), a21oi_1 (2), nor2_1 (2), xnor2_1 (2)
ys_seq_share_pct = 0
netlist_area_sq_um = 159
synth_top_cell_by_count = ha_1
top_cell_area_share_pct = 39.4
top_area_cell = ha_1
synth_cell_types = 10
area_leaders = ha_1 (39%), fa_1 (13%), xnor2_1 (11%), a21oi_1 (6.3%), a211o_1 (5.5%)
avgSynthCellArea_sq_um = 9.35
syn_inst = 17
ys_area_sq_um = 159

[power_and_ir_drop]
leakage_nw = 0.142
combPwrFrac_pct = 100.0
p_clk_share_pct = 0
p_int_mw = 0.0314
power_frac_seq_pct = 0
power_density_nw_per_um2 = 120
switching_share_pct = 30.5
vdd_drop_max_uv = 40.8
p_switching_mw = 0.0138

[outcome]
status = completed

[setup_path]
crit_required_ps = 3600
critPathMostFrequentCell = clkdlybuf4s50_1
cp_max_fo = 2
worstSetupStartpointType = input port
cpPeakStageDelay_ps = 490
arrival_ps = 2930
crit_buf_inv = 2
crit_chain = clkdlybuf4s50_1 > ha_1 > fa_1 > a21o_1 > a21oi_1 > xnor2_1 > clkdlybuf4s50_1
end_kind = output pin
crit_family = buffers and inverters
critPathKind = in2out
slowest_stage = clkdlybuf4s50_1

[clocking]
postCtsSetupBuffers = 0
cts_resized = 0
hold_buffers = 0

[run]
maxCapViolCount = 0
warning_count = 32

[hold_path]
worstHoldStart = b_i[0]
whs_endpoint = sum_o[0]
hold_depth = 3
hp-class = in2out

[placed_design]
dp.cells = 79
portBuffers = 16
dp_hpwl_microns = 535
place.gp.congestion = 0.768

[global_route]
grt_antenna_before_repair = 0
grt_pass1_vias = 175
grt_pass1_wl_microns = 883
grt.overflow.total = 0
grt_start_max_net_pins = 5
grt_usage_pct = 1.67
logic make-up after synthesis:
group | count (synthesis) | share of synthesized area (%)
xor gates and xnor gates | 3 | 16.5
and+or+nand+nor | 2 | 4.73
adders and majority gates | 6 | 52.0
AOI/OAI and AO/OA | 6 | 26.8
worst max path at each step:
stage	start	to	slack, ps	cells past startpoint
CTS	a_i[0]	sum_o[4]	630	7
global route	a_i[0]	sum_o[4]	540	7
finish	a_i[0]	sum_o[4]	670	7
per-layer routing:
| layer | part of all wire, % | up-vias | global-route usage [%] |
|---|---|---|---|
| met5 | 0 | - | 0 |
| met4 | 0 | 0 | 0 |
| met3 | 25 | 0 | 1.02 |
| met2 | 17 | 16 | 1.20 |
| met1 | 58 | 71 | 3.18 |
| li1 | - | 98 | - |
cells in the final DEF (no fill, tap or decap):
cell and n:
a211o_1 1, a21o_1 1, a21oi_1 2, clkdlybuf4s50_1 16
fa_1 1, ha_1 5, nor2_1 2, o211ai_1 1
o21ai_2 1, xnor2_1 2, xor2_1 1
worst min-delay path, cell delays in order:
cell             delay, ps
clkdlybuf4s50_1        460
ha_1                   110
clkdlybuf4s50_1        460
stage by stage:
stage	cell area, sq um	setup WS (ps)	power, mW
finish	377	669	0.0452
global route	377	544	0.0502
CTS	377	631	0.0459
detailed placement	377	648	0.0455
global placement	377	658	0.0450
floorplan	159	1670	0.0147
power groups by stage:
stage	logic, mW	registers (mW)	clock network [mW]
after CTS	0.0459	0	0
final	0.0452	0	0
after global routing	0.0502	0	0
cell type report:
type,instances,area [sq um],share of cell area [%]
multi-input combinational,17,159,42.2
tap,46,57.6,15.3
timing repair buffer,16,160,42.5
Power figures rest on the tool's default switching activity, not on a simulated workload.
